**./config.mk**
```make
export PLATFORM = sky130hd
export DESIGN_NAME = division
export DESIGN_NICKNAME = division
export VERILOG_FILES = /design/flow/design.v
export SDC_FILE = /design/flow/constraint.sdc
export NUM_CORES = 4
export LEC_CHECK = 1
export CORE_UTILIZATION = 40
```
**./constraint.sdc**
```tcl
current_design division

set clk_period 690.4
set clk_io_pct 0.2

create_clock -name clk0 -period $clk_period

set non_clock_inputs [all_inputs -no_clocks]
set_input_delay [expr $clk_period * $clk_io_pct] -clock clk0 $non_clock_inputs
set_output_delay [expr $clk_period * $clk_io_pct] -clock clk0 [all_outputs]
```
**./design.v**
```verilog
`timescale 1ns / 1ps
module division(
  input [31:0] dividend,
  input [31:0] divisor,
  output reg [31:0] quotient,
  output reg [31:0] remainder
    );
reg [31:0] M;
  reg [63:0] AQ;
  integer i = 0;
  always @* begin
    if(divisor > dividend) begin
      quotient = 32'd0;
      remainder = dividend;
    end
    else begin
    for(i = 0; i < 32; i = i+1) begin
      if(i == 0) begin
         M = divisor;
         AQ [31:0] = dividend;
         AQ [63:32] = 32'd0;	
      end
      AQ = AQ << 1;
      AQ[63:32] = AQ[63:32] - M;
      if(AQ[63]) begin
        AQ[0] = 0;
        AQ[63:32] = AQ[63:32] + M;
      end
      else begin
        AQ[0] = 1;
      end
    end
      if(AQ[31]) begin
        quotient = 32'd1;
        remainder = ~(divisor - dividend) + 1;
      end
      else begin
        quotient = AQ[31:0];
        remainder = AQ[63:32];
      end
    end
  end  
endmodule
```
**./run.sh**
```bash
#!/bin/bash
# OpenROAD 26Q1-2900-gdf79404cd8, Yosys 0.63+post, stock flow scripts
make -C /OpenROAD-flow-scripts/flow DESIGN_CONFIG=/design/flow/config.mk WORK_HOME=/design/flow/orfs finish
```
==> notes.md <==
Entry: Yosys synthesis followed by OpenROAD place and route.

Outcome:
- The run finished with clean final reports.

Layout:
- The run puts the final-layout fill cell count at 23990.
- Per the run report, area growth between synthesis and finish was 6.877%.
- After layout, the clock buffer instance count stands at 0.
- The run gives the fraction of layout instances using a drive strength above 1 as 3.870%.
- The run puts the flop count at 0.
- Summing all flip-flop and latch instances after layout gives 0 um2.

Synth:
- The area recorded from the Yosys report for this design is 0.09370 mm2.
- The run gives the post-synthesis share of cell area spent on xor and xnor gates as 15.58%.
- Yosys shows that the main logic family after synthesis is AND-OR/OR-AND gates.
- After synthesis, the most frequently instantiated cells are ha_1, a21oi_1, nor2_1.
- The synthesis report lists the Yosys warning total as 1.
- Per Yosys stat, the portion of area used by sequential elements is 0%.
- The main area contributors are ha_1, xnor2_1, a21oi_1.
- The run puts the mean post-synth cell area at 6.796 um2.
- The run gives the area share of the largest cell type after synthesis as 27.09%.
- The run gives the adder-cell share of the synthesized area as 28.57%.
- Sorting the Yosys area breakdown by cell type puts at the top ha_1.
- In the synthesized netlist, mux cells make up 1.326% of the area.
- The cell area that synthesis handed to floorplanning was 0.09370 mm2.
- The run gives the yosys cell count as 13790.
- The run puts the area fraction in and, or, nand and nor cells at 19.21%.
- ha_1 is the most common cell in the netlist.
- The run puts the tally of unique sky130hd cells used after synthesis at 112.
- The run gives the synthesized netlist cell count as 13790.
- The run puts the fraction of the mapped netlist area in compound gates at 30.13%.

Flow run:
- In this run the maximum-capacitance check reported violations numbering 0.
- The run gives the total tool warning count as 176.

GRT:
- The run gives the number of global-route vias before repair as 85430.
- The run gives the number of antenna violations at the first check in global routing as 28.
- The run gives the aggregate global routing overflow as 0.
- Entering global routing, the biggest net connects 64 pins.
- The run gives the first-pass GRT wire length as 548600 um.
- The run puts the all-layer global routing usage at 31.58%.

Clock tree:
- The run gives the number of gates given a new drive strength after cts as 0.
- The run gives the number of post-CTS setup repair buffers as 0.
- The run puts the total of hold buffers inserted after clock tree synthesis at 0.

Power:
- The run puts the switching power total at 0.9044 W.
- The run puts the leakage power at 47.18 nW.
- The run gives the worst IR drop on VDD as 0.007787 V.
- For this design the ratio of total power to cell area is 15860 mW/mm2.
- In this run switching power makes up 56.94% of total power.
- The internal portion of the total power is 0.6841 W.

Timing:
- Setup repair after global routing left no endpoint under its margin.
- The run puts the worst setup margin at 232.61 ns.
- In this build the clock could be raised as far as 0.002184 GHz.
- The run puts the measured slew at the worst slew-check pin at 0.9331 ns.
- After routing, the total negative slack on setup checks comes to 0 ns.
- The run gives the number of hold violations in the final report as 0.
- The run puts the setup-violating endpoint count in the final report at 0.
- The run gives the final period utilization as 66.31%.
- The run puts the final-report max-slew violation count at 0.
- The slew check shows that the tightest pin keeps a relative margin of 37.14%.
- The run gives the time the final worst path needs with I/O delays and setup as 457.79 ns.

Setup path:
- The run puts the delay of the slowest cell on the worst path at 0.73 ns.
- The run gives the slowest cell on the critical path as xnor2_1.
- The run gives the critical path launch point type as an input pin.
- STA classifies the critical path endpoint as a primary output.
- The critical path is of the input pin to primary output type.
- The run puts the top fanout value on the critical path at 63.
- Counting stages on the worst path, the most repeated cell is o21ai_0.
- The data required time reported for the critical path is 552.32 ns.
- According to the timing report, the arrival time at the worst endpoint equals 319.71 ns.

Floorplanning:
- The floorplan step set the die width to 486.0 um.
- The chip occupies 0.2362 mm2.
- According to the I/O placement log, the pin count is 128.
- The run puts the area of the core at 0.2328 mm2.
- The run gives the cell row count as 177.
- The run gives the effective utilization at floorplan as 40.25%.
- The die is 486.0 um tall.

Route:
- The run puts the total number of vias at 97100.
- The run gives the wire length reported by the detailed router as 376900 um.
- The run gives the detail-routed via count per cell as 5.688.
- The run puts the number of routed nets with antenna violations at 0.
- The routed design shows a wire length per standard cell of 22.08 um.
- Before antenna repair, the detailed router went through 8 iterations.
- Once iteration 0 of detailed routing completed, the report listed 8321 DRC markers.
- The script parses the final routing iteration and logs DRC violations as 0.

Placed design:
- The run puts the final weighted congestion in routability-driven placement at 1.044.
- The buffer_ports step reported a buffer count of 127.
- At the placement stage, the worst setup path has a slack of 236.29 ns.
- The run puts the half-perimeter wire length of the detailed placement result at 303200 um.

Worst hold path:
- The type recorded for the worst min-delay path is input pin to primary output.
==> per-layer routing <==
layer  vias up  GRT usage (%)  share of wire (%)
li1      49540              -                  -
met1     43490          45.69                 46
met2      3503          45.41                 39
met3       551          6.711                 10
met4        20          12.15                4.9
met5         -              0              0.040
==> cell families (layout without fill, tap and decap cells) <==
family	Yosys count	count (layout)
buffers and inverters	1283	1422
multiplexers	113	113
other	1	14
XOR/XNOR	1662	1662
AND/OR/NAND/NOR	3931	3931
adder cells (fa/ha/maj)	2098	2098
AND-OR/OR-AND	4699	4699
==> per-stage QoR <==
stage	hold WS, ns	utilization, %	total power [W]	cells	instance area [um2]
global route	277.30	43.02	1.641	17070	100100
floorplan	276.23	-	1.928	13790	93700
finish	277.27	43.02	1.589	17070	100100
CTS	277.24	43.01	1.612	17060	100100
global placement	277.25	43.01	1.607	17060	100100
detailed placement	277.23	43.01	1.611	17060	100100
==> placed cells by master (no fill, tap or decap), types with 273 or more instances in the layout <==
cell type / count
ha_1: 2029
nor2_1: 1471
o21ai_0: 1301
a21boi_0: 273
a21o_1: 471
xnor2_1: 1210
xor2_1: 425
inv_1: 1017
nand2_1: 1047
a21oi_1: 1636
==> final timing paths <==
check / slack [ns] / to / from / cells after the start
hold / removal: 277.27 / remainder[0] / divisor[0] / 5
setup / recovery: 232.61 / remainder[2] / dividend[31] / 879
==> worst max-delay path, delay by kind of cell <==
family / cells / cell delay, ns
fa+ha+maj: 36 / 10.79
buf+inv: 38 / 13.69
mux: 2 / 0.71
compound gates: 590 / 114.41
simple gates: 131 / 17.95
xor+xnor: 82 / 23.41
==> cell type report <==
type	count	area (um2)	share of cell area [%]
diodes	13	32.53	0.03249
inverters	1050	3949	3.943
repair buffers	372	3065	3.061
multi-input cells	12500	89170	89.05
well taps	3132	3919	3.913
Power figures rest on the tool's default switching activity, not on a simulated workload.
