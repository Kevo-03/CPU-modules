===== design/flow/config.mk =====
export PLATFORM = sky130hd
export DESIGN_NAME = DHB
export DESIGN_NICKNAME = DHB
export VERILOG_FILES = /design/flow/design.v
export SDC_FILE = /design/flow/constraint.sdc
export NUM_CORES = 4
export LEC_CHECK = 1
export CORE_UTILIZATION = 50

===== design/flow/design.v =====
`timescale 1ns / 1ps
module DHB(
	input clk,
  	input rst,
  	input branch_taken,
  	input branch_decision,
    input [63:0] current_pc,
    input [63:0] offset,
    output reg [63:0] next_pc,
  	output reg prediction_success,
  	output reg flush
);
  always @(posedge clk or posedge rst) begin
    if(rst) begin
      next_pc <= 64'b0;
      prediction_success <= 1'b0;
      flush <= 1'b0;
    end
    else begin
      if(branch_decision) begin
        next_pc <= current_pc + offset;
      end
      else begin
        next_pc <= current_pc + 4;
      end
      if(branch_taken != branch_decision) begin
        flush <= 1'b1;
        prediction_success <= 1'b0;
      end
      else begin
        flush <= 1'b0;
        prediction_success <= 1'b1;
      end
    end
  end
endmodule

===== design/flow/run.sh =====
#!/bin/bash
# OpenROAD 26Q1-2900-gdf79404cd8, Yosys 0.63+post, stock flow scripts
make -C /OpenROAD-flow-scripts/flow DESIGN_CONFIG=/design/flow/config.mk WORK_HOME=/design/flow/orfs finish

===== design/flow/constraint.sdc =====
current_design DHB

set clk_period 1.0
set clk_io_pct 0.2

create_clock -name clk0 -period $clk_period [get_ports {clk}]

set non_clock_inputs [all_inputs -no_clocks]
set_input_delay [expr $clk_period * $clk_io_pct] -clock clk0 $non_clock_inputs
set_output_delay [expr $clk_period * $clk_io_pct] -clock clk0 [all_outputs]

==> results.yml <==
# generated from flow reports
status:
  outcome: "did not finish"
  halt_stage: "4_1_cts"
  tool.error: "[ERROR DPL-0036] Detailed placement failed."
yosys:
  ys_cells: 946
  postSynth.topFlopCell: "sky130_fd_sc_hd__dfrtp_1"
  instance_count_of_the_mapped_netlist: 946
  enable_flop_cells: 0
  number_of_storage_elements_in_the_synthesis_netlist: 66
  ys_async_sr_fraction_pct: 100
  yosys_warnings: 1
  synth.yosys.chip_area_um2: 7270
  yosysSeqAreaShare_pct: 22.7
  syn-cell-area_um2: 7270
  yosys.cell_types.count: 71
  per_instance_average_area_after_synthesis_um2: 7.68
placed_design:
  place_ws_ns: -2.30
  last_weighted_congestion_value_of_the_routability_driven_placer: 0.982
  post-place-cells: 1596
  dp_hpwl_um: 21700
  port-buffer-count: 197
clock_tree:
  ctsLongestPathBuffers: 2
  cts-hold-fix-buffers: 0
  cts_setup_buffers: 51
  number_of_buffers_created_by_cts: 9
  cts_root_buffer: "sky130_fd_sc_hd__clkbuf_16"
  cts_resized: 686
  htree_num_levels: 3
  cts_sinks: 66
die:
  fp-utilization_pct: 51.8
  die.size.x_um: 123
  placementRows: 43
  floorplan.die.height_um: 123
  top_level_ports: 198
-- logic make-up after synthesis --
group / share of synthesized area [%]
XOR/XNOR: 14.0
multiplexers: 1.31
buffers and inverters: 3.55
AND-OR/OR-AND: 24.2
flip-flops: 22.7
AND/OR/NAND/NOR: 22.9
adder cells (fa/ha/maj): 11.3
-- metrics by stage --
stage	hold slack (ns)	total power [mW]	utilization, %	cell area (µm²)
floorplan	0.287	5.92	-	7710
global placement	0.627	9.22	86.0	12100
detailed placement	0.674	9.35	86.0	12100
-- synthesized netlist by cell type (all sizes together), types with 2 or more instances --
| library cell | n | area share (%) |
|---|---|---|
| buf | 5 | 0.29 |
| o211ai | 4 | 0.48 |
| inv | 25 | 1.3 |
| xor2 | 59 | 7.1 |
| or3 | 5 | 0.50 |
| and2 | 9 | 0.81 |
| a21boi | 3 | 0.31 |
| and4 | 3 | 0.36 |
| o21bai | 13 | 1.4 |
| a221oi | 5 | 0.69 |
| a21o | 31 | 3.2 |
| and3 | 16 | 1.4 |
| mux2 | 4 | 0.62 |
| or4 | 3 | 0.36 |
| a2111oi | 3 | 0.62 |
| o31a | 4 | 0.48 |
| nor4 | 8 | 0.77 |
| o21ai | 71 | 5.0 |
| nor3 | 19 | 1.6 |
| nand4 | 38 | 3.3 |
| nand3 | 32 | 2.3 |
| o22ai | 2 | 0.17 |
| clkbuf | 38 | 2.0 |
| nor2b | 5 | 0.43 |
| a21oi | 107 | 7.4 |
| o21a | 9 | 0.93 |
| nor2 | 91 | 4.8 |
| ha | 64 | 11 |
| a211oi | 7 | 1.0 |
| o31ai | 2 | 0.28 |
| or2 | 2 | 0.17 |
| nand2 | 110 | 5.7 |
| o221ai | 2 | 0.24 |
| xnor2 | 57 | 6.9 |
| a31oi | 5 | 0.43 |
| mux2i | 5 | 0.69 |
| dfrtp | 66 | 23 |
Power figures rest on the tool's default switching activity, not on a simulated workload.
